--- design/flow/config.mk ---
export PLATFORM = sky130hd
export DESIGN_NAME = xoodoo_nc
export DESIGN_NICKNAME = xoodoo_nc
export VERILOG_FILES = /design/flow/design.v
export SDC_FILE = /design/flow/constraint.sdc
export NUM_CORES = 4
export LEC_CHECK = 1
export CORE_UTILIZATION = 40
--- design/flow/constraint.sdc ---
current_design xoodoo_nc

set clk_period 8.1
set clk_io_pct 0.2

create_clock -name clk0 -period $clk_period [get_ports {clk}]

set non_clock_inputs [all_inputs -no_clocks]
set_input_delay [expr $clk_period * $clk_io_pct] -clock clk0 $non_clock_inputs
set_output_delay [expr $clk_period * $clk_io_pct] -clock clk0 [all_outputs]
--- design/flow/design.v ---
`timescale 1ns / 1ps
module xoodoo_nc#(
parameter integer x=1,  
parameter integer y=3,  
parameter integer z=32,  
parameter integer HASH_IN_SIZE = 96,  
parameter integer CONCAT_FACTOR = 1,  
parameter integer HASH_SIZE = CONCAT_FACTOR*96,
parameter integer rounds = 3,
parameter integer rc_round = 12-rounds,  
parameter integer RC_0=32'h00000058,
parameter integer RC_1=32'h00000038,
parameter integer RC_2=32'h000003C0,
parameter integer RC_3=32'h000000D0,
parameter integer RC_4=32'h00000120,
parameter integer RC_5=32'h00000014,
parameter integer RC_6=32'h00000060,
parameter integer RC_7=32'h0000002C,
parameter integer RC_8=32'h00000380,
parameter integer RC_9=32'h000000F0,
parameter integer RC_10=32'h000001A0,
parameter integer RC_11=32'h00000012
)
(
input clk,
input dv,
input [HASH_IN_SIZE-1:0] state,  
output [HASH_SIZE-1:0] out,
output out_valid
    );
    reg [HASH_SIZE-1:0] out_o=0;
    wire [HASH_IN_SIZE-1:0]round_out[0:rounds-1];
    reg out_valid_o=0;
    assign out=out_o;
    assign out_valid = out_valid_o;
    generate
        round_fn ROUND_1(     
        .state(state),
        .RC(RC_8),
        .round(round_out[0])
        );
        round_fn ROUND_2(     
        .state(round_out[0]),
        .RC(RC_9),
        .round(round_out[1])
        );
        round_fn ROUND_3(     
        .state(round_out[1]),
        .RC(RC_10),
        .round(round_out[2])
        );
    endgenerate
    integer i,j,k;
    always@(posedge clk) begin
        if(dv)begin
            out_o = round_out[rounds-1];
            out_valid_o = dv;
        end
        else begin
            out_valid_o = 1'b0;
        end
    end
endmodule
module round_fn#(
parameter integer y=3  
)
(
input [95:0] state,
input [31:0] RC,
output reg [95:0] round
);
    reg [31:0] A [0:y-1];  
    reg [31:0] P=0;
    reg [31:0] E, E1, E2;
    reg [31:0] B [0:y-1];
    integer i,j;
    always@(*)begin
        A[0] = state[31:0];
        A[1] = state[63:32];
        A[2] = state[95:64];
        P = A[0] ^ A[1] ^ A[2];  
        E = {P[26:0],P[31:27]} ^ {P[17:0],P[31:18]};  
        for(i=0;i<y;i=i+1)begin
            A[i] = A[i] ^ E;
        end
        A[2] = {A[2][20:0],A[2][31:21]};  
        A[0] = A[0] ^ RC;
        B[0] = ~A[1] & A[2];
        B[1] = ~A[2] & A[0];
        B[2] = ~A[0] & A[1];
        for(j=0;j<y;j=j+1)begin
            A[j] = A[j] ^ B[j];
        end
        A[1] = {A[1][30:0],A[1][31]};  
        A[2] = {A[2][23:0],A[2][31:24]};  
        round={A[2],A[1],A[0]};
    end
endmodule
--- design/flow/run.sh ---
#!/bin/bash
# OpenROAD 26Q1-2900-gdf79404cd8, Yosys 0.63+post, stock flow scripts
make -C /OpenROAD-flow-scripts/flow DESIGN_CONFIG=/design/flow/config.mk WORK_HOME=/design/flow/orfs finish
==> results.ini <==
[status]
status = finished, final reports clean

[cts]
ctsResizeCount = 0
clock-sinks = 97
cts_buffer_depth = 2
clkTransAtPathRegs_ns = 0.06
postCtsHoldBufs = 0
cts_setup_buffers = 0
cts_buffers = 9
htreeDepth = 3
cts_tree = done
cts_root_buffer = clkbuf_16

[job]
maxCapViolCount = 0
warnings = 25

[yosys]
flop_cell = edfxtp_1
synth_cell_type_count = 29
async_flop_share_pct = 0
netlist_area_um2 = 14600
synth_area_per_cell_um2 = 12.06
syn_inst = 1211
yosys_warnings = 4
synth_seq_share_pct = 19.88
ys_cells = 1211
edf_count = 96
synth_flops = 97
synth_chip_area_um2 = 14600

[die]
coreArea_um2 = 35740
initial_core_util_pct = 40.86
chipWidth_um = 193.1
chipArea_um2 = 37280
ioPinCount = 195
die_h_um = 193.1
rows = 69

[routing]
dr.first_iter.drc_count = 444
routed_wl_mm = 42.69
drtAntennaViolNets = 0
num_vias = 9162
drtPass1Iterations = 23
num_antenna_cells = 0
vias_per_cell = 4.764
drcViolationCount = 0
wire_per_inst_um = 22.20

[worst_setup_path]
cp-endpoint = out_o[17]$_DFFE_PP_
required_ns = 8.19
worstSetupPathType = in2reg
end_kind = register
startpoint = state[14]
path_max_fanout = 6
crit_path_start_kind = primary input
cp.arrival_ns = 7.37

[cells_and_area]
drive_gt1_share_pct = 11.56
syn_to_final_growth_pct = 21.74

[sta]
holdWs_ns = 1.639
finalHoldViolations = 0
period_used_pct = 89.84
setup_viol = 0
setup_slack_ns = 0.8229
period_minus_slack_ns = 7.277
rsz0062_at_grt = false
worstMarginPinSlew_ns = 0.7802
slew_violations = 0
fmaxAchievable_mhz = 137.4
slew_headroom_pct = 47.61
tns_ns = 0

[hold_path]
hp-start = dv
whs_path_depth = 1
holdCritPathClass = in2reg

[placement]
place.gp.congestion = 0.9493
preCtsSetupSlack_ns = 0.4765
dp_hpwl_mm = 38.74
portBuffers = 194

[grt]
grt_usage_pct = 24.58
busiest_layer = met2
gr-total-overflow = 0
met2_usage_pct = 39.00
grt_max_degree = 64
grt_pass1_wl_mm = 60.00
antenna_found_initial = 0
grt_use_met3_pct = 4.303
grt_pass1_vias = 8861
grt_use_met1_pct = 36.07

layout by cell type (no fill, tap or decap), types with 2 or more instances in the layout:
master and count:
nand2b_1 28, xor3_2 18, xnor2_1 293, xnor2_4 3, mux2i_2 4, nor2b_1 31
or2_2 9, xor3_1 33, and2b_1 3, nand2_1 58, buf_4 51, edfxtp_1 96
xnor2_2 17, xor2_1 155, xor2_2 17, clkdlybuf4s50_1 193, mux2i_1 179, xnor3_1 94
mux2_2 6, inv_1 34, and2_1 17, xnor3_2 24, nor2_1 77, nand2b_4 2
bufinv_16 2, clkbuf_16 9
through the flow:
| step | instances | util (%) | instance area (um2) |
|---|---|---|---|
| floorplan | 1211 | - | 14600 |
| global placement | 1907 | 48.82 | 17450 |
| detailed placement | 1907 | 48.82 | 17450 |
| CTS | 1923 | 49.74 | 17780 |
| global route | 1923 | 49.74 | 17780 |
| finish | 1923 | 49.74 | 17780 |
layout make-up:
cell class / count / area, um2
multi-input combinational: 1071 / 11530
tap: 461 / 576.8
timing repair buffer: 244 / 2315
inverter: 34 / 127.6
clock inverter: 6 / 90.09
sequential: 97 / 2903
clock buffer: 10 / 239.0
fill: 3167 / 17960
worst min path at each step:
stage | end | slack, ns
CTS | out_valid_o$_DFF_P_ | 1.64
finish | out_valid_o$_DFF_P_ | 1.64
global route | out_valid_o$_DFF_P_ | 1.65
critical path, cell delays in order:
cell	delay (ns)
clkdlybuf4s50_1	0.74
xnor3_2	0.52
xor3_2	0.46
mux2i_1	0.15
xnor2_1	0.60
xor3_2	0.57
xnor3_1	0.45
mux2i_1	0.25
xor2_1	0.33
xnor3_1	0.53
xnor3_2	0.48
xnor2_1	0.40
nand2_1	0.12
xor2_1	0.15
Yosys cell counts, drive strengths merged (9+ instances only):
| cell | n | area [um2] |
|---|---|---|
| xnor3 | 118 | 2688 |
| mux2i | 184 | 1869 |
| nor2 | 77 | 289.0 |
| inv | 34 | 127.6 |
| nand2 | 58 | 217.7 |
| xor2 | 172 | 1634 |
| nand2b | 30 | 202.7 |
| edfxtp | 96 | 2883 |
| or2 | 9 | 56.30 |
| xnor2 | 313 | 2925 |
| and2 | 17 | 106.4 |
| nor2b | 31 | 193.9 |
| xor3 | 51 | 1235 |
flip-flops by register name, indices dropped and copies added, names as in the netlist:
| signal | cells |
|---|---|
| out_o | 96 |
| out_valid_o | 1 |
routing by layer:
layer,routed length (um),part of all wire [%]
met1,18980,44
met2,19850,46
met3,2322,5.4
met4,1543,3.6
met5,0,0
cell families after synthesis:
kind of cell              synth area share, %
DFF                                     19.88
buffers and inverters                   1.191
muxes                                   13.37
and+or+nand+nor                         7.454
xor gates and xnor gates                58.08
AOI/OAI and AO/OA                     0.03424
